==> /design/flow/design.v <==
module counter (clk, reset, outleds);
input          clk;
input          reset;
output [7:0]   outleds;
reg [22:0]      delay_counter;                              
wire            twenty_ms_enable = (delay_counter == 0);    
reg  [7:0]      outleds;
reg  [2:0]      state;  
always @(posedge clk)
  if (!reset)                   delay_counter <= 0 ;
  else                          delay_counter <= delay_counter + 1;
always @(posedge clk)
  if (!reset)                   state <= 0;
  else if(twenty_ms_enable)     state <= state + 1;            
  else                                 state <= state;
always @(state)
    case(state)
        0:                      outleds <= 8'b1000_0000;
        1:                      outleds <= 8'b0100_0000;
        2:                      outleds <= 8'b0010_0000;
        3:                      outleds <= 8'b0001_0000;
        4:                      outleds <= 8'b0000_1000;
        5:                      outleds <= 8'b0000_0100;
        6:                      outleds <= 8'b0000_0010;
        7:                      outleds <= 8'b0000_0001;
     endcase
endmodule
==> /design/flow/run.sh <==
#!/bin/bash
# OpenROAD 26Q1-2900-gdf79404cd8, Yosys 0.63+post, stock flow scripts
make -C /OpenROAD-flow-scripts/flow DESIGN_CONFIG=/design/flow/config.mk WORK_HOME=/design/flow/orfs finish
==> /design/flow/config.mk <==
export PLATFORM = sky130hd
export DESIGN_NAME = counter
export DESIGN_NICKNAME = counter
export VERILOG_FILES = /design/flow/design.v
export SDC_FILE = /design/flow/constraint.sdc
export NUM_CORES = 4
export LEC_CHECK = 1
export CORE_AREA = 10 10 95 95
export DIE_AREA = 0 0 105 105
==> /design/flow/constraint.sdc <==
current_design counter

set clk_period 4.0
set clk_io_pct 0.2

create_clock -name clk0 -period $clk_period [get_ports {clk}]

set non_clock_inputs [all_inputs -no_clocks]
set_input_delay [expr $clk_period * $clk_io_pct] -clock clk0 $non_clock_inputs
set_output_delay [expr $clk_period * $clk_io_pct] -clock clk0 [all_outputs]
==> changes_impl.md <==
## Flow update

- TritonCTS Buffers: 5
- CP max-delay cell: clkdlybuf4s50_1
- CP bufs+invs: 2
- YS warnings: 1
- Placement Rows: 30
- Internal power: 0.520 mW
- Vias per inst: around 4.7
- Syn-to-layout area delta: 16.3%
- Wire length per cell: between 10 and 15 um
- Post-Syn Area per Cell: ~8.6 sq um
- Post-synthesis async set-or-reset flop share: 0%
- Clock Skew: between 5 and 6 ps
- GRT Overall Usage: around 5.6%
- Cell Chain, Critical Path: clkdlybuf4s50_1, inv_1, or3_1, a2111oi_0, a41o_1
- # hold bufs at CTS: 0
- Relative slew slack: approximately 65%
- Worst-path fanout max: 14
- Req. time, crit path: 4230 ps
- I/O Pins: 10
- Min Tclk post-route: between 2000 and 2500 ps
- Hpwl dp: 2.16 mm
- Outcome: finished, final reports clean
- Initial DRC count: about 70
- Psw: between 0.15 and 0.2 mW
- Hold Path Class: flop to flop
- Yosys reg bits: 34
- Width of the die: 105 um
- Syn Inst Count: 188
- WL final: 3.25 mm
- Clock root cell: clkbuf_8
- Top FF cell, synth: dfxtp_1
- Final Cycle Share: a little under three fifths
- Core footprint: 0.00691 sq mm
- CTS Buffer Depth: 2
- Post-synth seq share: about two fifths
- Largest net degree at the start of global routing: 25
- CP Capture Type: flop
- Peak Freq: approximately 440 MHz
- Post-CTS setup buffer count: 0
- Clock Pin Slew Worst Setup and Hold Paths: ~70 ps
- Worst-Margin Slew: around 530 ps
- Final Util: between 20% and 30%
- DRC viols: 0
- Hold Vio Cnt, Final: 0
- DRT antenna net count: 0
- CTS tree: built
- Chip Area, Yosys: around 0.0016 sq mm
- Crit-path max cell delay: between 700 and 800 ps
- H-tree depth: 2
- CTS sink cnt: 34
- Finished Cell Area: ~0.0019 sq mm
- # resized after CTS: 0
- Post-synth EDFFs: 0
- PwrDens: between 300 and 400 mW/mm^2
- First-pass GRT wire length: between 5 and 6 mm
- Slew Viols, Final: 0
- Critical path launch point type: input port
- GP Congestion: around 0.78
- Worst vdd ir: 0.102 mV
- Layout Cells excl Fill: around 290
- Fin worst setup slack: between 1500 and 2000 ps
- Combinational Power Share: roughly a tenth
- Critical path's top delay family: buffers and inverters
- Clk latency late pin: between 200 and 300 ps
- Leak: slightly above 0.6 nW
- Via count: around 1400
- RSZ-0062 raised after global routing: false
- Synth cell types: 38
- DP Cell Count: about 280
- Commonest cells after routing, fill and taps aside: dfxtp_1 (34), nor2_1 (16), nand2_1 (11), a21oi_1 (11), o21ai_0 (10)
- Drt pass-1 iters: 4
- Diode count: 0
- Share of layout cells above drive strength 1: roughly 7%
- WS Path Type: input port to flop
- Dominant logic cell type in the layout: dfxtp_1
- Die Footprint: around 0.011 sq mm
- Die height: approximately 110 um
- Global route overflow: 0
- Setup Viol. Count Final: 0
- Vias in the first global route: 1127
- Crit path DAT: ~2500 ps
- Place WS: 1410 ps
- Max cap viols: 0
- Clk pwr share: a little under two fifths
- Fp util: roughly a quarter
- Initial antenna violation count: 0
- Port buffer count: 9
- Sequential share of power: between 50% and 60%
- Setup TNS: 0 ps
- Area after DPL: 0.00180 sq mm
- # Cells Yosys: approximately 190
- Net Sw Frac: between 20% and 30%
- Post-Syn Area: around 0.0016 sq mm
- Count of tool warnings: 26
cell families after synthesis:
kind of cell	synth area share (%)
fa+ha+maj	2.31
compound gates	15.8
simple gates	28.6
buf+inv	4.39
xor+xnor	7.01
flops	41.9
path summary, 6_finish.rpt:
kind,from,endpoint,slack (ps),depth (start not counted)
setup / recovery,reset,outleds[3],1710,5
hold / removal,delay_counter[0],delay_counter[0],480,1
setup reg to reg,delay_counter[1],state[2],1870,6
hold reg to reg,delay_counter[0],delay_counter[0],480,1
routing by layer:
layer | share of wire [%] | global-route usage [%] | vias to the layer above
met1 | 49 | 8.11 | 638
li1 | - | - | 702
met2 | 44 | 8.19 | 20
met3 | 4.0 | 1.49 | 5
met5 | 0 | 0 | -
met4 | 2.7 | 1.27 | 0
registers in the layout, indices dropped and copies added (netlist names):
signal and count:
delay_counter 23, state 3, outleds 8
power groups by stage:
stage	clock network, mW	logic (mW)	registers, mW
4_1_cts	0.268	0.0675	0.363
5_1_grt	0.286	0.0756	0.365
6_report	0.262	0.0668	0.363
final cells by class:
class	count	area, sq um
timing repair buffer	10	97.6
inverter	7	26.3
sequential	34	681
tap	96	120
fill	736	5020
clock inverter	1	5.00
clock buffer	7	86.3
multi-input combinational	137	872
Yosys cell counts (2+ instances only):
cell type  number  area (sq um)
or3_1           6          37.5
nor3_1          5          25.0
a32o_1          2          20.0
nor2_1         16          60.1
dfxtp_1        34           681
nand3_1         9          45.0
o31ai_1         8          60.1
nor4_1          6          37.5
a21oi_1        11          55.1
o2bb2ai_1       2          17.5
xor2_1          8          70.1
or4_1           6          45.0
nand4_1         6          37.5
ha_1            3          37.5
and4_1          2          17.5
clkbuf_1        9          33.8
inv_1           7          26.3
and2_1          3          18.8
o21ai_0        10          50.1
or2_2           2          12.5
xnor2_1         5          43.8
nand2_1        11          41.3
o21a_1          2          15.0
metrics by stage:
step | hold WS [ps] | total power [mW]
2_1_floorplan | 441 | 0.413
3_3_place_gp | 467 | 0.437
3_5_place_dp | 465 | 0.438
4_1_cts | 479 | 0.699
5_1_grt | 516 | 0.727
6_report | 482 | 0.692
Power and IR drop assume default switching activity.
