==> /design/flow/design.v <==
module reflex(input clk, input ready_click, input fire_click, input reset, output reg [2:0] anodes, output reg [7:0] cathodes, output reg [7:0] outleds);
reg [28:0] 	delay_status;
reg [63:0]	reflex_time;
reg [28:0]	time_delay = 0;
reg [26:0]	time_delay_multiplier = 29'd10;	 
reg [2:0]	state = 0;
reg [11:0]	time_display = 0;
reg [2:0] rand_delay_num = 0;
always @(posedge clk)
	case(rand_delay_num)
		3'd0: rand_delay_num <= 1;
		3'd1: rand_delay_num <= 2;
		3'd2: rand_delay_num <= 3;
		3'd3: rand_delay_num <= 4;
		3'd4: rand_delay_num <= 1;
	endcase
always @(posedge clk)
	case(state)
		0:			 
			begin
				outleds <= 8'b0000_0000;
				delay_status <= 0;
				if (ready_click && fire_click)	state <= state;
				else if (!ready_click && fire_click)	state <= 1;
				else if (!reset)	state <= 0;
				else if (!fire_click)	state <= 5;
				else			state <= state;
			end
		1:			 
			begin
				outleds <= 8'b0001_1000;
				delay_status <= 0;
				time_delay <= rand_delay_num * time_delay_multiplier;
				if (!reset)			state <= 0;
				else if (!fire_click)			state <= 5;
				else					state <= 2;
			end
		2:			 
			begin
				case (time_delay)
					100000000:	outleds <= 8'b0000_0001;
					200000000:	outleds <= 8'b0000_0011;
					300000000:	outleds <= 8'b0000_0111;
					400000000:	outleds <= 8'b0000_1111;
				endcase
				delay_status <= delay_status + 1;
				if (delay_status == time_delay)		state <= 3;
				else if (!reset)			state <= 0;
				else if (!fire_click)			state <= 5;
				else if (!ready_click)			state <= 1;
				else					state <= state;
			end
		3:			 
			begin
				outleds <= 8'b1111_1111;
				delay_status <= 0;
				if (!fire_click)	state <= 4;
				else if(!ready_click)	state <= 1;	
				else if (!reset)	state <= 0;
				else			state <= state;
			end	
		4:			 
			begin
				outleds <= 8'b0000_0000;
				delay_status <= 0;
				if (!ready_click)		state <= 1;
				else if(!reset)		state <= 0;
				else				state <= state;
			end
		5:
			begin
				outleds <= 8'b1010_0101;
				if (!reset)			state <= 0;
				else					state <= state;
			end
	endcase			
reg [16:0] nsTimer = 0;
reg [3:0] msCounted = 0;
reg [3:0] ten_ms = 0;
reg [3:0] hundred_ms = 0;
always @(posedge clk)
	case(state)
	0:
		begin
			nsTimer <= 0;
			msCounted <= 0;
			ten_ms <= 0;
			hundred_ms <= 0;
		end
	1:
		begin
			nsTimer <= 0;
			msCounted <= 0;
			ten_ms <= 0;
			hundred_ms <= 0;
		end
	2:
		begin
			nsTimer <= 0;
			msCounted <= 0;
			ten_ms <= 0;
			hundred_ms <= 0;
		end
	3:
		begin
			if (nsTimer == 1)
				if (msCounted < 4'h9)
					begin
						nsTimer <= 0;
						msCounted <= msCounted + 1;
						ten_ms <= ten_ms;
						hundred_ms <= hundred_ms;
					end
				else
					if (ten_ms < 4'h9)
						begin
							nsTimer <= 0;
							msCounted <= 0;
							ten_ms <= ten_ms + 1;
							hundred_ms <= hundred_ms;
						end
					else
						if (hundred_ms < 4'h9)
							begin
								nsTimer <= 0;
								msCounted <= 0;
								ten_ms <= 0;
								hundred_ms <= hundred_ms + 1;
							end
						else
							begin
								nsTimer <= 0;
								msCounted <= 0;
								ten_ms <= 0;
								hundred_ms <= 0;
							end
			else
				begin
					nsTimer <= nsTimer + 1;
					msCounted <= msCounted;
					ten_ms <= ten_ms;
					hundred_ms <= hundred_ms;
				end
		end
	endcase
reg [39:0]	counter;
always @(posedge clk)             
	if(!reset)	counter <= 0;
	else		counter <= counter + 1;
wire anode_clk = (counter[15:0] == 16'h8000);
always @(posedge clk)
        if(!reset)		     anodes <= 3'b110;	
	     else if(anode_clk)   anodes <= {anodes[0],anodes[2:1]};  
	     else                 anodes <=  anodes;  
reg [3:0] cathod_S;
always @(cathod_S)
	if (state !== 5)
		 case({anodes})
			3'b011:  cathod_S = hundred_ms; 
			3'b101:  cathod_S = ten_ms; 
			3'b110:  cathod_S = msCounted;
			default:  cathod_S = 4'h0; 
		endcase
	else
		case({anodes})
			3'b011:  cathod_S = 4'h0; 
	      3'b101:  cathod_S = 4'h0; 
	      3'b110:  cathod_S = 4'hf; 
	      default:  cathod_S = 4'h0; 
      endcase
always @(cathod_S)
		case(cathod_S)
	       4'h0:  cathodes = {8'b11000000};
			 4'h1:  cathodes = {8'b11111001};
			 4'h2:  cathodes = {8'b10100100};
			 4'h3:  cathodes = {8'b10110000};
			 4'h4:  cathodes = {8'b10011001};
			 4'h5:  cathodes = {8'b10010010};
			 4'h6:  cathodes = {8'b10000010};
			 4'h7:  cathodes = {8'b11111000};
			 4'h8:  cathodes = {8'b10000000};
			 4'h9:  cathodes = {8'b10011000};
			 4'ha:  cathodes = {8'b10001000};
			 4'hb:  cathodes = {8'b10000011};
			 4'hc:  cathodes = {8'b11000110};
			 4'hd:  cathodes = {8'b10100001};
			 4'he:  cathodes = {8'b10000110};
			 4'hf:  cathodes = {8'b10001110};
     endcase
endmodule 
==> /design/flow/run.sh <==
#!/bin/bash
# OpenROAD 26Q1-2900-gdf79404cd8, Yosys 0.63+post, stock flow scripts
make -C /OpenROAD-flow-scripts/flow DESIGN_CONFIG=/design/flow/config.mk WORK_HOME=/design/flow/orfs finish
==> /design/flow/config.mk <==
export PLATFORM = sky130hd
export DESIGN_NAME = reflex
export DESIGN_NICKNAME = reflex
export VERILOG_FILES = /design/flow/design.v
export SDC_FILE = /design/flow/constraint.sdc
export NUM_CORES = 4
export LEC_CHECK = 1
export CORE_UTILIZATION = 50
==> /design/flow/constraint.sdc <==
current_design reflex

set clk_period 6.8
set clk_io_pct 0.2

create_clock -name clk0 -period $clk_period [get_ports {clk}]

set non_clock_inputs [all_inputs -no_clocks]
set_input_delay [expr $clk_period * $clk_io_pct] -clock clk0 $non_clock_inputs
set_output_delay [expr $clk_period * $clk_io_pct] -clock clk0 [all_outputs]
==> results.yml <==
# implementation run metrics
status:
  status: "completed"
clocking:
  root_buffer: "clkbuf_8"
  h-tree-depth: 3
  clkLatencyLatePin_ns: 0.36
  cts_tree: "yes"
  post_cts_resized: 0
  numCtsBuffers: 9
  cts_sinks: 92
  post_cts_buffers: 0
  clockBufferDepth: 2
  clkTransAtPathRegs_ns: 0.09
  cts_hold_buf: 0
job:
  warnings: 34
  cap_violations: 0
route:
  drcViolationCount: 0
  num_vias: 3691
  wl_met2_microns: 3989
  drt_first_pass_iters: 4
  dr.first_iter.drc_count: 288
  vias_per_cell: 5.484
  m1WireLength_microns: 4878
  diodes: 0
  topRoutingLayerUsed: "met4"
  route.met3.wl_microns: 381
  drt-total-wl_microns: 9327
  wl_per_cell_microns: 13.86
  drtAntennaViolNets: 0
yosys:
  ys_chip_area_sq_um: 5284
  synth.cell_area_sq_um: 5284
  ys_cells: 518
  synth-async-reset-ratio_pct: 0
  synth_cell_types: 58
  netlist_top_cells_count: "73 x edfxtp_1, 67 x nor2_1, 36 x nand2_1"
  postSynthSeqShare_pct: 48.69
  top_area_cell: "edfxtp_1"
  avgSynthCellArea_sq_um: 10.20
  top_area_share_pct: 41.49
  ys.flop_type: "edfxtp_1"
  yosysWarningCount: 1
  synth_cells: 518
  synth_dominant_cell_count: "edfxtp_1"
  top_cells_by_area: "edfxtp_1 41%, dfxtp_1 7.2%, xor2_1 5.5%"
  ys_ff: 92
  edf_count: 73
setup_path:
  critPathArrivalTime_ns: 3.17
  end_kind: "output pin"
  critical_path_required_ns: 5.44
  worstPathMaxFanout: 12
  cp-start-kind: "register"
  crit_type: "register to output pin"
  rrSetupSlack_ns: 4.03
placement:
  dp_hpwl_microns: 6397
  place_congestion: 0.8497
  place_ws_ns: 2.662
  post_dp_cell_area_sq_um: 5575
  port-buffer-count: 21
global_routing:
  antenna_found_initial: 0
  grt_max_degree: 30
  grt_pass1_vias: 3373
  grt_pass1_wl_microns: 16070
  grt-ovfl-total: 0
  grt_usage_pct: 18.90
timing:
  max_slew_margin_pct: 47.96
  clock.fmax_ghz: 0.2208
  final_hold_viol_count: 0
  setup_tns_ns: 0
  timing.hold.ws_ns: 0.5031
  setup_slack_ns: 2.270
  worst_slew_pin_slew_ns: 0.7798
  finalSetupViolCount: 0
  min_period_ns: 4.530
  timing.final.crit_share_pct: 66.61
  rsz0062_at_grt: "no"
  drv_slew: 0
  clock_skew_ns: 0.01223
final_layout:
  register_area_sq_um: 2572
  drive_gt1_share_pct: 5.959
  syn_to_final_growth_pct: 8.572
  fin_util_pct: 55.82
  layout.area.comb_sq_um: 2529
  final_area_sq_um: 5737
  fill_cells: 910
floorplanning:
  die_height_microns: 104.8
  die_w_microns: 104.8
  fp.dieArea_sq_um: 10980
  io_pins: 23
  num_rows: 37
  fp_util_pct: 51.41
  design.core.area_sq_um: 10280
power:
  power.density_nw_per_um2: 387.6
  vdd_drop_max_uv: 216.1
  power_leakage_nw: 2.108
worst_hold_path:
  hp-class: "register to register"
==> report_power, final <==
part	switching (mW)	internal (mW)	total, mW	leakage (nW)
Combinational	0.436	0.398	0.834	1.07
Clock	0.188	0.134	0.322	0.0852
Sequential	0.206	0.863	1.07	0.949
==> cells in the final DEF, fill, tap and decap left out, types with 3 or more instances in the layout <==
cell	count
o21ai_0	14
or3_1	4
clkbuf_1	3
clkbuf_8	9
nor2b_1	3
o2bb2ai_1	3
nor3_1	4
edfxtp_1	73
mux2i_1	4
nand2_1	36
ha_1	19
o22ai_1	3
xor2_1	33
and2_1	25
nand4_1	23
nor4_1	11
dfxtp_1	19
xnor2_1	30
a21oi_1	12
inv_1	20
nand2b_1	4
and3_1	18
and4_1	4
clkdlybuf4s50_1	21
a31oi_1	4
nand3_1	27
nor2_1	67
==> area by class of cell <==
cell class / count / area share, %
flip-flops and latches: 92 / 44.84
multi-input cells: 385 / 44.08
repair buffers: 23 / 3.926
well taps: 136 / 2.966
clock buffers: 12 / 2.356
inverters: 21 / 1.374
clock inverters: 4 / 0.4580
==> path summary, 6_finish.rpt <==
kind / start / endpoint / cells after the start
worst min-delay path: counter[15] / counter[15] / 2
worst min register to register: counter[15] / counter[15] / 2
worst max register to register: state[2] / hundred_ms[3] / 5
worst max-delay path: state[1] / cathodes[3] / 8
==> worst max-delay path, cell delays in order, from the launching register on <==
cell and delay (ns):
edfxtp_1 0.62, and3b_1 0.30, a211oi_4 0.38, a21oi_1 0.21, ha_1 0.33, nor2_1 0.07, a211o_1 0.28, a31oi_1 0.15
clkdlybuf4s50_1 0.47
==> cells by family (layout without fill, tap and decap cells) <==
| logic type | after synthesis | after routing | synth area share [%] |
|---|---|---|---|
| multiplexers | 6 | 6 | 1.231 |
| flip-flops | 92 | 92 | 48.69 |
| other | 1 | 1 | 0.07097 |
| AND-OR/OR-AND | 56 | 56 | 7.554 |
| XOR/XNOR | 63 | 63 | 10.44 |
| buffers and inverters | 41 | 60 | 3.599 |
| AND/OR/NAND/NOR | 240 | 240 | 23.92 |
| adder cells (fa/ha/maj) | 19 | 19 | 4.499 |
==> metal layers <==
metal / track usage [%] / vias up
met5: 0 / -
met4: 1.811 / 0
met3: 3.748 / 6
li1: - / 1884
met1: 33.58 / 1734
met2: 26.82 / 67
==> sequential cells by signal (all words and copies together) (netlist names) <==
register	flops
delay_status	29
nsTimer	17
counter	16
time_delay	6
hundred_ms	4
msCounted	4
ten_ms	4
anodes	3
outleds	3
rand_delay_num	3
state	3
==> per-stage QoR <==
step                cells  total power [mW]
finish                673             2.224
global route          673             2.399
CTS                   673             2.243
detailed placement    657             1.911
global placement      657             1.904
floorplan             518             1.609
Power figures rest on the tool's default switching activity, not on a simulated workload.
